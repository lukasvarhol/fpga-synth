## ./design.v

```verilog
`timescale 1ns / 1ps
module band_selector #(
    parameter byte NUM_BANDS = 22,
    parameter byte MIDI_BITS = 7,
    parameter byte NOTES_PER_BAND = 6
    )
    (
        input logic [MIDI_BITS-1:0] note_i,
        output logic [$clog2(NUM_BANDS)-1:0] band_o
    );
    always_comb begin
        band_o = note_i / NOTES_PER_BAND;
        if (band_o >= NUM_BANDS)
            band_o = NUM_BANDS - 1;
    end
endmodule
```

## ./config.mk

```make
export PLATFORM = sky130hd
export DESIGN_NAME = band_selector
export DESIGN_NICKNAME = band_selector
export VERILOG_FILES = /design/flow/design.v
export SDC_FILE = /design/flow/constraint.sdc
export NUM_CORES = 4
export LEC_CHECK = 1
export CORE_AREA = 10 10 70 70
export DIE_AREA = 0 0 80 80
```

## ./constraint.sdc

```tcl
current_design band_selector

set clk_period 2.1
set clk_io_pct 0.2

create_clock -name clk0 -period $clk_period

set non_clock_inputs [all_inputs -no_clocks]
set_input_delay [expr $clk_period * $clk_io_pct] -clock clk0 $non_clock_inputs
set_output_delay [expr $clk_period * $clk_io_pct] -clock clk0 [all_outputs]
```

## ./run.sh

```bash
#!/bin/bash
# OpenROAD 26Q1-2900-gdf79404cd8, Yosys 0.63+post, stock flow scripts
make -C /OpenROAD-flow-scripts/flow DESIGN_CONFIG=/design/flow/config.mk WORK_HOME=/design/flow/orfs finish
```

==> qor.txt <==
fraction of layout cells with a size suffix above 1: 39.0%
synth top area cells: nand2b_4 8.4%, buf_6 6.9%, o21ai_0 4.6%, a221oi_2 4.6%, buf_4 4.6%
Pwr per Cell Area: 183 nW/um^2
Routed Antenna Nets: 0
core area: 3420 sq um
grt met1 use: 3.96%
switching power: 41.5 uW
crit path kind: primary input to output pin
FP Core Util: 9.60%
MaxCap Viol Count: 0
routed wire length: 918 um
io pins: 12
Hold Fails Final Rpt: 0
vias in the first global route: 369
Switching Share: 41.9%
Worst VDD drop: 50.3 uV
worst-path maximum fanout: 4
f_max: 504 MHz
tally of unique sky130hd cells used after synthesis: 33
synth warn: 1
seq_cells: 0
die area: 6400 sq um
Cells after Synth: 42
# DRC: 0
area share, top type: 8.40%
chip area in the Yosys report: 328 sq um
Avg Inst Size Synth: 7.81 sq um
GP Congestion: 0.711
Final Setup Violations: 0
Vias: 366
Vias/cell: 3.49
clkbuf count: 0
post-DP HPWL: 786 um
Max Slew Vio Count: 0
cell internal pwr: 57.5 uW
area delta synth->final: 65.3%
total area of sequential cells: 0 sq um
DRT Pass-1 Iters: 4
yosys cell count: 42
pin count of the biggest net entering global routing: 10
total grt overflow: 0
Row Count: 21
global-route wire length before repair: 1710 um
PortBufs: 11
clock share of power: 0%
WL/cell: 8.74 um
Filler cells: 403
Cell Count, Final, Fillers Out: 105
Leakage: 0.000228 uW
Max transition margin: 84.6%
Critical Path RT: 1.68 ns
Die Y: 80 um
mapped cell area: 328 sq um
antenna violations before repair: 0
fin util: 15.9%
met2 Use GR: 5.78%
OpenROAD warnings: 33
placed cell count: 104
leading area contributor after synthesis: nand2b_4
crit path capture type: output pin
top cells by count, synth: 3 x nor2_1, 3 x o21ai_0
post-layout period usage: 94.4%
Seq pwr share: 0%
Post-synth seq share: 0%
Hold Crit Class: primary input to output pin
initial DRC count: 9
diodes inserted: 0
actual slew at the worst max-slew pin: 0.231 ns
chip width: 80 um
final setup TNS: 0 ns
Total GRT Usage: 3.09%
minimum clock period: 1.98 ns
busiest grt layer: met2
unrepaired setup endpoints after global routing: no
M3 GR Usage: 0.227%
status: finished, final reports clean
Worst EP arrival: 1.56 ns
combinational power share: 100.0%
critical path launch point type: primary input
-- placed cells by master (no fill, tap or decap), types with 2 or more instances in the layout --
cell,netlist,final
o21ai_0,3,3
nand2b_4,2,2
nor3b_1,2,2
nor2_1,3,3
buf_4,2,9
clkbuf_2,0,2
dlygate4sd2_1,0,4
nor3_1,2,2
clkdlybuf4s15_2,0,2
-- cells by family (layout without fill, tap and decap cells) --
kind of cell	after synthesis	in the layout	share of synthesized area (%)
AND/OR/NAND/NOR	19	19	43.1
buffers and inverters	6	23	14.1
multiplexers	1	1	3.05
XOR/XNOR	2	2	5.34
AND-OR/OR-AND	14	14	34.4
-- timing repair --
| action | CTS | global route |
|---|---|---|
| setup endpoints to repair | 5 | 3 |
| setup buffers | 1 | 0 |
| resized | 14 | 6 |
| hold buffers | 0 | 0 |
| gates cloned | 0 | 0 |
| pin swaps | 0 | 1 |
-- metal layers --
layer / up-vias / wire, um
met5: - / 0
met4: 0 / 0
met3: 0 / 19
met2: 6 / 489
met1: 168 / 409
li1: 192 / -
-- power groups by stage --
stage	Combinational, uW	Sequential [uW]	Clock [uW]
6_report	98.9	0	0
5_1_grt	111	0	0
4_1_cts	102	0	0
-- cell type report --
cell class                      count  area [sq um]  area share (%)
Tap cell                           46          57.6            10.6
Inverter                            1          3.75           0.693
Timing Repair Buffer               22           199            36.7
Multi-Input combinational cell     36           282            52.0
-- critical path: stages --
cell             delay, ns
dlygate4sd2_1         0.25
buf_6                 0.13
buf_4                 0.14
a22o_1                0.20
a32oi_1               0.16
o21ai_1               0.09
clkdlybuf4s15_1       0.18
-- stage by stage --
step / hold WS, ns / area (sq um) / worst slack (ns) / power (uW)
4_1_cts: 1.54 / 546 / 0.0105 / 102
2_1_floorplan: 0.988 / 328 / 0.567 / 56.2
6_report: 1.27 / 542 / 0.117 / 98.9
3_3_place_gp: 1.98 / 541 / -0.534 / 106
5_1_grt: 1.32 / 542 / 0.00700 / 111
3_5_place_dp: 1.98 / 541 / -0.570 / 108
-- path summary, 6_finish.rpt --
path                  cells past startpoint  slack (ns)       from   endpoint
worst min-delay path                      4        1.27  note_i[6]  band_o[0]
worst max-delay path                      7        0.12  note_i[4]  band_o[1]
No activity file was given, so power comes from the tool's default toggle rates.
