===== flow/design.v =====
`timescale 1ns / 1ps
module sample_rate_tick_driver #(
    parameter int CLK_FREQ = 12_000_000,     
    parameter int FS = 48_000                
    )(
        input   logic      clk_i, n_rst_i,
        output  logic      tick_o
    );
    logic [$clog2(CLK_FREQ + FS)-1:0] counter;
    always_ff @( posedge clk_i ) begin : accumulation
        if (!n_rst_i) begin
            tick_o <= '0;
            counter <= '0;
            end
        else
            if (counter + FS >= CLK_FREQ) begin
                tick_o <= '1;
                counter  <= counter + FS - CLK_FREQ;
                end
            else begin
                tick_o <= '0;
                counter <= counter + FS;
                end
    end
endmodule

===== flow/run.sh =====
#!/bin/bash
# OpenROAD 26Q1-2900-gdf79404cd8, Yosys 0.63+post, stock flow scripts
make -C /OpenROAD-flow-scripts/flow DESIGN_CONFIG=/design/flow/config.mk WORK_HOME=/design/flow/orfs finish

===== flow/config.mk =====
export PLATFORM = sky130hd
export DESIGN_NAME = sample_rate_tick_driver
export DESIGN_NICKNAME = sample_rate_tick_driver
export VERILOG_FILES = /design/flow/design.v
export SDC_FILE = /design/flow/constraint.sdc
export NUM_CORES = 4
export LEC_CHECK = 1
export CORE_AREA = 10 10 86 86
export DIE_AREA = 0 0 96 96

===== flow/constraint.sdc =====
current_design sample_rate_tick_driver

set clk_period 4.3
set clk_io_pct 0.2

create_clock -name clk0 -period $clk_period [get_ports {clk_i}]

set non_clock_inputs [all_inputs -no_clocks]
set_input_delay [expr $clk_period * $clk_io_pct] -clock clk0 $non_clock_inputs
set_output_delay [expr $clk_period * $clk_io_pct] -clock clk0 [all_outputs]

==> impl_report.txt <==
=== SYNTHESIS / PLACE & ROUTE SUMMARY ===
----------------------------------------------------
[Timing]
  Worst rel slew slack ........................ 60.3%
  Unrepaired setup endpoints after global routing ........................ no
  Hold Violations, Final ........................ 0
  Layout Skew ........................ between 0.004 and 0.005 ns
  Minimum clock period after layout ........................ 3.09 ns
  Fmax ........................ 323 MHz
  Pins Over Slew Limit ........................ 0
  Total negative setup slack ........................ 0 ns
  Worst-Margin Slew ........................ 0.591 ns
  WHS ........................ 0.522 ns
  Ratio of final minimum period to clock period ........................ 71.9%
  Final setup violation count ........................ 0

[Routing]
  Vias ........................ 1267
  Post-detailed-route count of antenna-violating nets ........................ 0
  Total Routed Length ........................ 3220 um
  Post-detailed-route DRC marker count ........................ 0
  First-iteration detailed-routing DRC count ........................ 39
  Wire length per cell ........................ roughly 13 um
  First-pass iteration count of the detailed router ........................ 6
  Number of antenna repair diodes ........................ 0
  Routed vias/inst ........................ 4.97

[Setup path]
  Critical setup path kind ........................ flop to flop
  Crit-path max FO ........................ 13
  Dominant delay contributor by cell family on the critical path ........................ AND-OR/OR-AND gates
  Count of buffering cells on the critical path with inverters included ........................ 1
  Worst-path cell with the longest stage delay ........................ sky130_fd_sc_hd__a311oi_2
  List of cells traversed by the critical path ........................ inv_1 -> ha_1 -> nand2b_4 -> a311oi_2 -> xnor2_1 -> a41oi_2 -> o211ai_4 -> and2_4 -> a21oi_1 -> or3_1 -> and3_1
  Critical path capture point type ........................ flop
  Crit start category ........................ flop
  Critical Path AT ........................ between 3 and 4 ns
  Required time of the critical path ........................ 4.45 ns
  Flop2flop setup slack ........................ 1.21 ns
  Maximum cell stage delay along the critical path ........................ 0.48 ns

[Run status]
  Result of the run ........................ finished, final reports clean

[Global route]
  Global router's overall resource usage ........................ 7.21%
  Largest net degree at the start of global routing ........................ 19
  Wire length of the first global-routing pass ........................ 5470 um
  Overall overflow remaining after global route ........................ 0
  Via count of the first global-routing pass ........................ 1164
  Antenna violations before repair ........................ 0

[Logic synthesis]
  Post-synthesis instance total ........................ 186
  Netlist Area Pre-Place ........................ 1540 um2
  Unique cell type count in the Yosys netlist ........................ 62
  Yosys reg bits ........................ 18
  Seq share, synth ........................ 23.4%
  Per-instance average area after synthesis ........................ between 8 and 9 um2
  Yosys warning total ........................ 1
  Async set or reset register ratio after synthesis ........................ 0%
  Dominant synthesized flop cell ........................ sky130_fd_sc_hd__dfxtp_1
  Count of library flops with an enable pin ........................ 0
  Area reported by Yosys stat ........................ approximately 1500 um2
  Ys cells ........................ 186

[Clock tree]
  Number of post-CTS setup repair buffers ........................ 0
  Num CTS Buffers ........................ 3
  Clock-pin slew on the worst setup and hold paths ........................ 0.08 ns
  # clock sinks ........................ 18
  Late-Pin Clk Latency ........................ approximately 0.26 ns
  H-tree level count ........................ 1
  CTS Root Buffer Type ........................ sky130_fd_sc_hd__clkbuf_8
  Number of hold buffers added after cts ........................ 0
  Clock tree from TritonCTS ........................ yes
  CTS Buffer Depth ........................ 2
  # resized after CTS ........................ 0

[Power and ir drop]
  Switching pwr ........................ roughly 370 uW
  Sequential cell fraction of total power ........................ approximately a third
  Clk network pwr share ........................ 17.1%
  Leak pwr ........................ 0.000588 uW
  Total power after layout ........................ 830 uW
  Combinational share of power ........................ 49.9%
  Max IR drop VDD ........................ 0.000270 V
  Sw Ratio ........................ 45.0%
  Pwr per Cell Area ........................ 502 nW/um2
  Cell-internal power ........................ 457 uW

[Final layout]
  Number of cells in the finished layout apart from fillers ........................ 255
  Share of layout cells above drive strength 1 ........................ 12.6%
  Area delta synth->final ........................ 7.22%
  Post-route cell area ........................ 1650 um2

[Die]
  Ports placed on the boundary ........................ 3
  Chip Height ........................ 96 um
  CORE AREA ........................ 5540 um2
  Die extent in x ........................ 96 um
  Site Rows ........................ 27
  Fraction of the core area occupied by cells at floorplan ........................ between 20% and 30%
  Overall die area ........................ 9220 um2

[Place]
  Placer congestion estimate ........................ 0.884
  Number of placed cells counting well taps ........................ 251
  Port-buffer cells ........................ 2
  Final HPWL DP ........................ 2310 um
  Area post-placement ........................ 1600 um2

[Hold path]
  Worst hold path type ........................ flop to flop

[Flow run]
  Max-capacitance violation count ........................ 0
  Tally of OpenROAD warnings ........................ 26

----------------------------------------------------
logic make-up after synthesis:
group                    Yosys count  synth area share (%)
AND/OR/NAND/NOR                   79                  30.1
adder cells (fa/ha/maj)            3                  2.43
AND-OR/OR-AND                     46                  24.3
multiplexers                       2                  1.30
buffers and inverters             15                  4.95
flip-flops                        18                  23.4
XOR/XNOR                          23                  13.5
final timing paths:
kind	start	endpoint	cells after the start
worst max-delay path	counter[7]	counter[17]	11
worst min-delay path	counter[7]	counter[7]	1
worst max register to register	counter[7]	counter[17]	11
worst min register to register	counter[7]	counter[7]	1
state kept, by name, indices dropped and copies added (netlist names):
signal   cells
counter     17
tick_o       1
Yosys cell counts (all sizes together) (2+ instances only):
cell type,number,area [um2]
a21oi,9,48.8
a22oi,2,15.0
dfxtp,18,360
and3b,2,17.5
o211ai,2,28.8
xnor2,11,96.3
o31a,2,17.5
nor3,4,25.0
or2,3,18.8
mux2i,2,20.0
nand2b,3,26.3
a21boi,5,37.5
and3,3,18.8
nand4,3,18.8
buf,5,37.5
o21ai,7,38.8
ha,3,37.5
inv,6,22.5
and2,10,65.1
nand3b,2,15.0
nand2,20,87.6
clkbuf,4,16.3
nor2b,5,31.3
a311oi,2,41.3
a211oi,3,22.5
or3,2,12.5
xor2,12,113
a31oi,3,25.0
nor2,10,37.5
nand3,5,25.0
o221ai,2,17.5
through the flow:
| step | utilization (%) | setup WS, ns |
|---|---|---|
| after floorplan | - | 1.56 |
| after global placement | 28.9 | 1.26 |
| after detailed placement | 28.9 | 1.25 |
| after CTS | 29.9 | 1.23 |
| after global routing | 29.9 | 1.02 |
| final | 29.9 | 1.21 |
per-layer routing:
layer	share of wire [%]	track usage [%]	wire (um)	vias up
met5	0	0	0	-
met3	1.8	1.26	59	2
li1	-	-	-	659
met2	47	12.2	1530	8
met4	0.59	0.369	19	0
met1	50	9.87	1610	598
cells in the final DEF, fill, tap and decap left out, drive strengths merged, types with 2 or more instances in the layout:
cell	instances
a211oi	3
a21boi	5
a21oi	9
a22oi	2
a311oi	2
a31oi	3
and2	10
and3	3
and3b	2
clkbuf	4
clkdlybuf4s50	2
dfxtp	18
ha	3
inv	6
mux2i	2
nand2	20
nand2b	3
nand3	5
nand3b	2
nand4	3
nor2	10
nor2b	5
nor3	4
o211ai	2
o21ai	7
o221ai	2
o31a	2
or2	3
or3	2
xnor2	11
xor2	12
power by group through the flow:
stage                 Sequential (uW)  Combinational (uW)  Clock [uW]
after CTS                         272                 416         147
after global routing              282                 469         154
final                             273                 415         142
layout make-up:
type | count | area, um2
Fill cell | 602 | 3890
Multi-Input combinational cell | 153 | 1110
Sequential cell | 18 | 360
Tap cell | 72 | 90.1
Clock buffer | 4 | 55.1
Inverter | 6 | 22.5
Timing Repair Buffer | 2 | 20.0
No activity file was given, so power comes from the tool's default toggle rates.
